<file path="design.v">
module debouncer(
    output reg button_out,
    input clk,
    input reset,
    input button_in
    );
    reg [15:0] count;
    reg button_tmp;
    always @(posedge clk) begin
        if (reset == 1) begin
            count <= 0;
            button_tmp <= 0;
            button_out <= 0;
        end else begin
            count <= count + 1;
            button_tmp <= button_in;
            if (count == 0) begin
                button_out <= button_tmp;
            end
        end
    end
endmodule
module ex3(
    output  reg mutant,
    output  reg super_mutant,
    input       A,
    input       G,
    input       C,
    input       T,
    input       reset,
    input       clk
    );
    localparam STATE_0 = 0;
    localparam STATE_1 = 1;
    localparam STATE_2 = 2;
    localparam STATE_3 = 3;
    localparam STATE_4 = 4;
    localparam STATE_5 = 5;
    localparam STATE_6 = 6;
    reg [2:0]   currentState;
    reg A_pressed;
    reg G_pressed;
    reg C_pressed;
    reg T_pressed;
    wire A_debounced;
    wire G_debounced;
    wire T_debounced;
    wire C_debounced;
    debouncer dbA(A_debounced, clk, reset, A);
    debouncer dbG(G_debounced, clk, reset, G);
    debouncer dbC(C_debounced, clk, reset, C);
    debouncer dbT(T_debounced, clk, reset, T);
    always @(posedge clk) begin
        if (reset) begin
            currentState <= STATE_0;
            mutant <= 0;
            super_mutant <= 0;
            A_pressed <= 0;
            G_pressed <= 0;
            C_pressed <= 0;
            T_pressed <= 0;
        end else begin
            case (currentState)
                STATE_0: begin
                    if (A_debounced) begin
                        if (!A_pressed) begin
                            currentState <= STATE_0;
                            A_pressed <= 1;
                        end
                    end else begin
                        A_pressed <= 0;
                    end
                    if (G_debounced) begin
                        if (!G_pressed) begin
                            currentState <= STATE_1;
                            G_pressed <= 1;
                        end
                    end else begin
                        G_pressed <= 0;
                    end
                    if (C_debounced) begin
                        if (!C_pressed) begin
                            currentState <= STATE_0;
                            C_pressed <= 1;
                        end
                    end else begin
                        C_pressed <= 0;
                    end
                    if (T_debounced) begin
                        if (!T_pressed) begin
                            currentState <= STATE_0;
                            T_pressed <= 1;
                        end
                    end else begin
                        T_pressed <= 0;
                    end
                end
                STATE_1: begin
                    if (A_debounced) begin
                        if (!A_pressed) begin
                            currentState <= STATE_0;
                            A_pressed <= 1;
                        end
                    end else begin
                        A_pressed <= 0;
                    end
                    if (G_debounced) begin
                        if (!G_pressed) begin
                            currentState <= STATE_2;
                            G_pressed <= 1;
                        end
                    end else begin
                        G_pressed <= 0;
                    end
                    if (C_debounced) begin
                        if (!C_pressed) begin
                            currentState <= STATE_0;
                            C_pressed <= 1;
                        end
                    end else begin
                        C_pressed <= 0;
                    end
                    if (T_debounced) begin
                        if (!T_pressed) begin
                            currentState <= STATE_0;
                            T_pressed <= 1;
                        end
                    end else begin
                        T_pressed <= 0;
                    end
                end
                STATE_2: begin
                    if (A_debounced) begin
                        if (!A_pressed) begin
                            currentState <= STATE_0;
                            A_pressed <= 1;
                        end
                    end else begin
                        A_pressed <= 0;
                    end
                    if (G_debounced) begin
                        if (!G_pressed) begin
                            currentState <= STATE_2;
                            G_pressed <= 1;
                        end
                    end else begin
                        G_pressed <= 0;
                    end
                    if (C_debounced) begin
                        if (!C_pressed) begin
                            currentState <= STATE_0;
                            C_pressed <= 1;
                        end
                    end else begin
                        C_pressed <= 0;
                    end
                    if (T_debounced) begin
                        if (!T_pressed) begin
                            currentState <= STATE_3;
                            T_pressed <= 1;
                        end
                    end else begin
                        T_pressed <= 0;
                    end
                end
                STATE_3: begin
                    if (A_debounced) begin
                        if (!A_pressed) begin
                            currentState <= STATE_0;
                            A_pressed <= 1;
                        end
                    end else begin
                        A_pressed <= 0;
                    end
                    if (G_debounced) begin
                        if (!G_pressed) begin
                            currentState <= STATE_1;
                            G_pressed <= 1;
                        end
                    end else begin
                        G_pressed <= 0;
                    end
                    if (C_debounced) begin
                        if (!C_pressed) begin
                            mutant <= 1;
                            currentState <= STATE_4;
                            C_pressed <= 1;
                        end
                    end else begin
                        C_pressed <= 0;
                    end
                    if (T_debounced) begin
                        if (!T_pressed) begin
                            currentState <= STATE_0;
                            T_pressed <= 1;
                        end
                    end else begin
                        T_pressed <= 0;
                    end
                end
                STATE_4: begin
                    if (A_debounced) begin
                        if (!A_pressed) begin
                            currentState <= STATE_5;
                            A_pressed <= 1;
                        end
                    end else begin
                        A_pressed <= 0;
                    end
                    if (G_debounced) begin
                        if (!G_pressed) begin
                            currentState <= STATE_1;
                            G_pressed <= 1;
                        end
                    end else begin
                        G_pressed <= 0;
                    end
                    if (C_debounced) begin
                        if (!C_pressed) begin
                            currentState <= STATE_0;
                            C_pressed <= 1;
                        end
                    end else begin
                        C_pressed <= 0;
                    end
                    if (T_debounced) begin
                        if (!T_pressed) begin
                            currentState <= STATE_0;
                            T_pressed <= 1;
                        end
                    end else begin
                        T_pressed <= 0;
                    end
                end
                STATE_5: begin
                    if (A_debounced) begin
                        if (!A_pressed) begin
                            currentState <= STATE_0;
                            A_pressed <= 1;
                        end
                    end else begin
                        A_pressed <= 0;
                    end
                    if (G_debounced) begin
                        if (!G_pressed) begin
                            super_mutant <= 1;
                            currentState <= STATE_6;
                            G_pressed <= 1;
                        end
                    end else begin
                        G_pressed <= 0;
                    end
                    if (C_debounced) begin
                        if (!C_pressed) begin
                            currentState <= STATE_0;
                            C_pressed <= 1;
                        end
                    end else begin
                        C_pressed <= 0;
                    end
                    if (T_debounced) begin
                        if (!T_pressed) begin
                            currentState <= STATE_0;
                            T_pressed <= 1;
                        end
                    end else begin
                        T_pressed <= 0;
                    end
                end
                STATE_6: begin
                end
            endcase
        end
    end
endmodule
</file>
<file path="run.sh">
#!/bin/bash
# OpenROAD 26Q1-2900-gdf79404cd8, Yosys 0.63+post, stock flow scripts
make -C /OpenROAD-flow-scripts/flow DESIGN_CONFIG=/design/flow/config.mk WORK_HOME=/design/flow/orfs finish
</file>
<file path="config.mk">
export PLATFORM = sky130hd
export DESIGN_NAME = ex3
export DESIGN_NICKNAME = ex3
export VERILOG_FILES = /design/flow/design.v
export SDC_FILE = /design/flow/constraint.sdc
export NUM_CORES = 4
export LEC_CHECK = 1
export CORE_UTILIZATION = 50
</file>
<file path="constraint.sdc">
current_design ex3

set clk_period 4.0
set clk_io_pct 0.2

create_clock -name clk0 -period $clk_period [get_ports {clk}]

set non_clock_inputs [all_inputs -no_clocks]
set_input_delay [expr $clk_period * $clk_io_pct] -clock clk0 $non_clock_inputs
set_output_delay [expr $clk_period * $clk_io_pct] -clock clk0 [all_outputs]
</file>
==> results.sh <==
# physical design summary
export IMPL_gp_congestion=0.813
export IMPL_drt_iter0_drc=102
export IMPL_avgSynthCellArea_um2=9.03
export IMPL_grt_max_degree=50
export IMPL_post_cts_buffers=0
export IMPL_drtAntennaViolNets=0
export IMPL_critical_path_max_stage_delay_ns=0.54
export IMPL_ys_types=41
export IMPL_die_area_um2=7760
export IMPL_crit_path_end="dbT.count[13]"
export IMPL_relSlewSlack_pct=53.4
export IMPL_p_sw_share_pct=21.5
export IMPL_port_buffers=7
export IMPL_grt_ovfl_total=0
export IMPL_crit_type="primary input to flop"
export IMPL_cts_sinks=84
export IMPL_post_drt_wl_per_cell_um=11.8
export IMPL_clkTransAtPathRegs_ns=0.08
export IMPL_worstMarginPinSlew_ns=0.699
export IMPL_dr_pass1_iters=4
export IMPL_rrSetupSlack_ns=2.38
export IMPL_antenna_cells=0
export IMPL_place_inst=504
export IMPL_timing_final_max_slew_violations=0
export IMPL_cts_path_max_buffers=2
export IMPL_hold_start="dbC.button_tmp"
export IMPL_status="finished, final reports clean"
export IMPL_r2r_start="dbG.count[5]"
export IMPL_fin_ws_ns=1.95
export IMPL_clk_latency_ns=0.35
export IMPL_power_frac_seq_pct=52.6
export IMPL_wl_met2_um=2750
export IMPL_top_layer_used="met4"
export IMPL_cpMaxStageDelayCell="buf_2"
export IMPL_place_ws_ns=1.52
export IMPL_cp_startpoint="reset"
export IMPL_ys_flops=84
export IMPL_drv_cap=0
export IMPL_nFillCells=683
export IMPL_top_area_cell="dfxtp_1"
export IMPL_htreeDepth=3
export IMPL_vias_per_cell=5.28
export IMPL_p_sw_mw=0.357
export IMPL_gr_usage_all_layers_pct=18.5
export IMPL_cp_data_arrival_time_ns=2.29
export IMPL_routed_wl_um=6140
export IMPL_io_pins=8
export IMPL_rsz0062_at_grt="false"
export IMPL_power_total_mw=1.66
export IMPL_fp_row_count=31
export IMPL_syn_to_final_growth_pct=9.70
export IMPL_wl_met3_um=159
export IMPL_yosysCellCount=410
export IMPL_ir_worst_vdd_mv=0.217
export IMPL_grt_pass1_vias=2536
export IMPL_leakage_nw=1.46
export IMPL_setup_tns_final_ns=0
export IMPL_drc=0
export IMPL_stdcell_count=519
export IMPL_r2r_cells=4
export IMPL_comb_power_share_pct=4.9
export IMPL_yosys_warnings=2
export IMPL_flop_area_um2=1680
export IMPL_numCtsBuffers=9
export IMPL_seq_area_frac_synth_pct=45.4
export IMPL_internal_power_mw=1.30
export IMPL_required_ns=4.24
export IMPL_post_cts_resize_count=0
export IMPL_hold_viol=0
export IMPL_crit_path_end_kind="flop"
export IMPL_finalCritPeriodShare_pct=51.3
export IMPL_top_cells_by_area="dfxtp_1, nor2_1, xnor2_1, xor2_1, nor4_1"
export IMPL_synth_area_um2=3700
export IMPL_cp_max_fo=49
export IMPL_hold_path_class="flop to flop"
export IMPL_fin_area_um2=4060
export IMPL_synth_top_area_share_pct=45.4
export IMPL_drive_gt1_share_pct=6.43
export IMPL_whs_ns=0.469
export IMPL_cts_tree="yes"
export IMPL_syn_inst=410
export IMPL_met1Wirelength_um=3150
export IMPL_cts_root_buf="clkbuf_8"
export IMPL_die_h_um=88.1
export IMPL_cp_cell_sequence="buf_2 > buf_4 > nor2b_1 > mux2_1"
export IMPL_hpwl_um=4040
export IMPL_r2r_end="dbG.count[15]"
export IMPL_yosys_area_um2=3700
export IMPL_hold_buffers=0
export IMPL_cp_start_kind="primary input"
export IMPL_dpl_cell_area_um2=3820
export IMPL_num_vias=2739
export IMPL_final_util_pct=56.3
export IMPL_setup_viol=0
export IMPL_grt_antenna_before_repair=0
export IMPL_logic_area_um2=1890
export IMPL_initial_utilization_pct=51.3
export IMPL_warning_count=29
export IMPL_core_um2=7210
export IMPL_grt_first_pass_wirelength_um=11300
export IMPL_max_freq_ghz=0.487
export IMPL_die_width_um=88.1
export IMPL_p_per_area_nw_per_um2=409
export IMPL_skew_ns=0.00891
export IMPL_clockPowerShare_pct=42.5
export IMPL_min_period_ns=2.05
==> critical path: cells and delay by family <==
family | cells | cell delay (ns)
mux | 1 | 0.30
simple gates | 1 | 0.09
buf+inv | 2 | 1.08
==> cells in the mapped netlist (all sizes together) <==
| cell type | number |
|---|---|
| and3 | 4 |
| o21ai | 6 |
| nor3 | 15 |
| o211ai | 2 |
| and4 | 5 |
| xor2 | 19 |
| a21oi | 9 |
| nor4b | 4 |
| xnor2 | 27 |
| nor2 | 71 |
| o311ai | 1 |
| a31o | 1 |
| nand2b | 1 |
| nand3 | 23 |
| inv | 16 |
| nand4 | 18 |
| o211a | 1 |
| dfxtp | 84 |
| mux2i | 9 |
| ha | 8 |
| nor2b | 16 |
| or4 | 3 |
| buf | 5 |
| mux2 | 4 |
| a21o | 1 |
| a32o | 3 |
| nor4 | 20 |
| clkbuf | 8 |
| or3 | 7 |
| o31ai | 1 |
| nand2 | 17 |
| nor4bb | 1 |
==> routing by layer <==
layer,global-route usage (%),vias up
met5,0,-
met4,2.35,0
met3,4.01,8
met2,29.5,22
met1,27.8,1270
li1,-,1439
==> layout by cell type (no fill, tap or decap), types with 15 or more instances in the layout <==
cell,Yosys,routed
nor2b_1,16,16
dfxtp_1,84,84
nand2_1,17,17
nand4_1,17,17
inv_1,16,16
nand3_1,22,22
xnor2_1,27,27
xor2_1,19,19
nor4_1,18,18
nor2_1,71,71
nor3_1,15,15
==> final cells by class <==
class / count / share of cell area (%)
Clock inverter: 6 / 2.80
Clock buffer: 9 / 3.05
Sequential cell: 84 / 41.4
Tap cell: 99 / 3.05
Multi-Input combinational cell: 297 / 46.4
Inverter: 16 / 1.48
Timing Repair Buffer: 8 / 1.79
==> state kept, by name, summed over array words and instances (netlist names), 6 cells and up <==
name,count
dbA.count,16
dbC.count,16
dbG.count,16
dbT.count,16
currentState,6
==> how the worst min path moves through the flow <==
| stage | to | cells past startpoint | slack [ns] |
|---|---|---|---|
| final | dbC.button_out | 2 | 0.47 |
| after global routing | dbT.count[0] | 1 | 0.52 |
| after CTS | dbC.button_out | 2 | 0.48 |
==> logic make-up after synthesis <==
| group | after synthesis | synth area share [%] |
|---|---|---|
| AOI/OAI and AO/OA | 25 | 4.39 |
| xor gates and xnor gates | 46 | 10.9 |
| adders and majority gates | 8 | 2.70 |
| buffers and inverters | 29 | 3.65 |
| DFF | 84 | 45.4 |
| muxes | 13 | 3.65 |
| and+or+nand+nor | 205 | 29.3 |
==> power by group through the flow <==
stage	sequential [mW]	combinational, mW	clock, mW
finish	0.873	0.0820	0.706
global route	0.877	0.0939	0.772
CTS	0.873	0.0834	0.732
Power and IR drop assume default switching activity.
