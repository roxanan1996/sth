===== /design/flow/config.mk =====
export PLATFORM = sky130hd
export DESIGN_NAME = cla_subtractor
export DESIGN_NICKNAME = cla_subtractor
export VERILOG_FILES = /design/flow/design.v
export SDC_FILE = /design/flow/constraint.sdc
export NUM_CORES = 4
export LEC_CHECK = 1
export CORE_AREA = 10 10 70 70
export DIE_AREA = 0 0 80 80

===== /design/flow/constraint.sdc =====
current_design cla_subtractor

set clk_period 4.2
set clk_io_pct 0.2

create_clock -name clk0 -period $clk_period

set non_clock_inputs [all_inputs -no_clocks]
set_input_delay [expr $clk_period * $clk_io_pct] -clock clk0 $non_clock_inputs
set_output_delay [expr $clk_period * $clk_io_pct] -clock clk0 [all_outputs]

===== /design/flow/design.v =====
module full_adder(
    output  S,
    output  Cout,
    input   A,
    input   B,
    input   Cin
    );
	 wire out1;
	 wire carry1;
	half_adder ha(out1, carry1, A, B);
	half_adder ha2(S, carry2, out1, Cin);
	or(Cout, carry1, carry2);	 
endmodule
module half_adder(
    output  S,
    output  C,
    input   A,
    input   B
    );
	 xor(S,A,B);
	 and(C,A,B); 
endmodule
module cla_adder (
        output  [3: 0]  S,
        output          Cout,
        input   [3: 0]  A,
        input   [3: 0]  B,
        input           Cin
    );
	 wire C0;
	 wire C1;
	 wire C2;
	 wire G[3:0];
	 wire P[3:0];
	 assign G[0] = A[0] & B[0];
	 assign G[1] = A[1] & B[1];
	 assign G[2] = A[2] & B[2];
	 assign G[3] = A[3] & B[3];
	 assign P[0] = A[0] ^ B[0];
	 assign P[1] = A[1] ^ B[1];
	 assign P[2] = A[2] ^ B[2];
	 assign P[3] = A[3] ^ B[3];
	 assign C0 = G[0] | P[0] & Cin;
	 assign C1 = G[1] | G[0] & P[1] | Cin & P[0] & P[1];
	 assign C2 = G[2] | G[1]&P[2] | G[0]&P[1]&P[2] | Cin&P[0]&P[1]&P[2];
	 assign C3 = G[3] | G[2]&P[3] | G[1]&P[2]&P[3] | G[0]&P[1]&P[2]&P[3] | Cin&P[0]&P[1]&P[2]&P[3];
	 full_adder fa0(.S(S[0]), .A(A[0]), .B(B[0]),.Cin(Cin));
	 full_adder fa1(.S(S[1]), .A(A[1]), .B(B[1]),.Cin(C0));
	 full_adder fa2(.S(S[2]), .A(A[2]), .B(B[2]),.Cin(C1));
	 full_adder fa3(.S(S[3]),.Cout(C3), .A(A[3]), .B(B[3]),.Cin(C2));
endmodule
module cla_subtractor (
        output  [3: 0]  D,
        output          Cout,
        input   [3: 0]  A,
        input   [3: 0]  B,
        input           Cin
    );
		wire [3:0] nB = ~B;
		wire [3:0] temp;
		cla_adder adder1(.S(temp), .A(0), .B(nB), .Cin(1));
		cla_adder adder2(.S(D), .A(A), .B(temp), .Cin(Cin));
endmodule

===== /design/flow/run.sh =====
#!/bin/bash
# OpenROAD 26Q1-2900-gdf79404cd8, Yosys 0.63+post, stock flow scripts
make -C /OpenROAD-flow-scripts/flow DESIGN_CONFIG=/design/flow/config.mk WORK_HOME=/design/flow/orfs finish

==> flow_summary.json <==
{
  "area_leaders": "ha_1, buf_4, xnor2_1, fa_1, xor2_1",
  "postRouteAntennaNets": 0,
  "end_kind": "output port",
  "synth_cell_types": 11,
  "p_sw_uw": 15.4,
  "portBuffers": 13,
  "setup_slack_ns": 0.326,
  "post_cts_resized": 0,
  "seq_cell_count": 0,
  "regArea_sq_um": 0,
  "grt_pass1_vias": 170,
  "p_int_uw": 34.2,
  "drt-pass1-iter-count": 3,
  "antenna_cells": 0,
  "power.density_nw_per_um2": 136,
  "viasPerCell": 2.01,
  "critical_path_arrival_ns": 3.03,
  "p_clk_share_pct": 0,
  "slew_violations": 0,
  "crit_start": "B[0]",
  "path_cells": "clkdlybuf4s50_1, inv_1, ha_1, ha_1, ha_1, nor2_1, a21oi_1, xnor2_1, clkdlybuf4s50_1",
  "p_seq_share_pct": 0,
  "slowest_stage": "clkdlybuf4s50_1",
  "leakage_uw": 0.000149,
  "critPathMostFrequentCell": "ha_1",
  "warnings": 33,
  "p_sw_share_pct": 31.0,
  "drcViolationCount": 0,
  "finalCritPeriodShare_pct": 92.2,
  "hp-start": "A[2]",
  "die_y_um": 80,
  "synth_area_sq_um": 215,
  "ys_cells": 26,
  "postCtsHoldBufs": 0,
  "wire_per_inst_um": 6.91,
  "rsz0062_at_grt": "no",
  "vias": 161,
  "cts_setup_buffers": 0,
  "criticalPathCategory": "input port to output port",
  "grt.overflow.total": 0,
  "status": "finished clean",
  "antenna_found_initial": 0,
  "yosysTopAreaCell": "ha_1",
  "fin_crit_ns": 3.87,
  "yosysWarnings": 6,
  "coreArea_sq_um": 3420,
  "worst_path_largest_cell_delay_ns": 0.54,
  "top_cell_area_share_pct": 34.9,
  "pre_cts_ws_ns": 0.315,
  "grt_pass1_wl_um": 828,
  "ys_seq_share_pct": 0,
  "dieArea_sq_um": 6400,
  "drive_above_1_share_pct": 0,
  "grt_start_max_net_pins": 4,
  "rows": 21,
  "hold_violations": 0,
  "ys_area_sq_um": 215,
  "area_delta_synth_final_pct": 69.8,
  "setup_tns_ns": 0,
  "cp-start-kind": "input port",
  "postSynthCellCount": 26,
  "fmax_mhz": 258,
  "maxCapViolCount": 0,
  "ir_drop_mv": 0.0262,
  "ios": 14,
  "grt_use_total_pct": 1.62,
  "drt_iter0_markers": 1,
  "avgSynthCellArea_sq_um": 8.28,
  "totalWireLength_um": 553,
  "place_congestion": 0.758,
  "combPwrFrac_pct": 100.0,
  "hp-class": "input port to output port",
  "crit_required_ns": 3.36,
  "setup_viol": 0,
  "crit_fanout": 3,
  "fp.dieW_um": 80,
  "fp_util_pct": 6.30,
  "nClkBuffers": 0
}
## metal layers
layer / GRT usage, % / share of wire, % / vias up
met4: 0 / 0 / 0
met5: 0 / 0 / -
li1: - / - / 91
met1: 2.45 / 51 / 58
met3: 1.36 / 24 / 0
met2: 1.69 / 25 / 12
## worst max-delay path: cells and delay by family
family                   cells  cell delay (ns)
AND-OR/OR-AND                1             0.16
XOR/XNOR                     1             0.13
adder cells (fa/ha/maj)      3             0.77
buffers and inverters        3             1.09
AND/OR/NAND/NOR              1             0.05
## cell type report
class	instances	area [sq um]
Fill cell	400	3050
Inverter	3	11.3
Multi-Input combinational cell	18	166
Tap cell	46	57.6
Timing Repair Buffer	13	130
## through the flow
step           util (%)  hold slack, ns  instances  total power [uW]  area, sq um
5_1_grt            10.7            2.85         80              55.4          365
3_5_place_dp       10.7            2.78         80              50.3          365
6_report           10.7            2.78         80              49.6          365
2_1_floorplan         -            1.89         26              31.1          215
3_3_place_gp       10.7            2.77         80              49.5          365
4_1_cts            10.7            2.79         80              50.7          365
## cell usage in the layout (no fill, tap or decap), drive strengths merged
master,count
a21oi,1
clkdlybuf4s50,13
conb,1
fa,1
ha,6
inv,3
nand2b,1
nor2,2
o21ai,1
xnor2,3
xor2,2
## cell usage after synthesis
library cell  count
nor2_1            2
o21ai_0           1
fa_1              1
conb_1            1
ha_1              6
buf_4             5
a21oi_1           1
inv_1             3
xor2_1            2
nand2b_1          1
xnor2_1           3
## power groups by stage
stage / clock [uW] / sequential, uW / combinational [uW]
CTS: 0 / 0 / 50.7
global route: 0 / 0 / 55.4
finish: 0 / 0 / 49.6
## worst paths after layout
check	to	slack, ns	depth (start not counted)
max	D[3]	0.33	9
min	D[2]	2.78	4
## cells by family (layout without fill, tap and decap cells)
logic type,count (synthesis),count (layout),share of synthesized area [%]
buffers and inverters,8,16,22.7
XOR/XNOR,5,5,20.4
AND/OR/NAND/NOR,3,3,6.40
other,1,1,1.74
adder cells (fa/ha/maj),7,7,44.2
AND-OR/OR-AND,2,2,4.65
Power and IR drop assume default switching activity.
