==> flow/design.v <==
module full_adder(
    output  S,
    output  Cout,
    input   A,
    input   B,
    input   Cin
    );
	 wire out1;
	 wire carry1;
	half_adder ha(out1, carry1, A, B);
	half_adder ha2(S, carry2, out1, Cin);
	or(Cout, carry1, carry2);	 
endmodule
module half_adder(
    output  S,
    output  C,
    input   A,
    input   B
    );
	 xor(S,A,B);
	 and(C,A,B); 
endmodule
module ripple_carry_adder(
        output  [3: 0]  S,
        output          Cout,
        input   [3: 0]  A,
        input   [3: 0]  B,
        input           Cin
    );
	 wire Cout0;
	 wire Cout1;
	 wire Cout2;
	 full_adder f0(S[0],Cout0, A[0], B[0], Cin);
	 full_adder f1(S[1],Cout1, A[1], B[1], Cout0);
	 full_adder f2(S[2],Cout2, A[2], B[2], Cout1);
	 full_adder f3(S[3],Cout, A[3], B[3], Cout2);
endmodule
module ripple_carry_subtractor(
        output  [3: 0]  D,
        output          Cout,
        input   [3: 0]  A,
        input   [3: 0]  B,
        input           Cin
    );
	 wire [3:0] S;
	 wire [3:0] B_neg;
	 assign B_neg = ~B;
	 ripple_carry_adder nume1(
	 .S(S),
	 .A(0),
	 .B(B_neg),
	 .Cin(1)
	 );
	 ripple_carry_adder nume2(
	 .S(D),
	 .A(A),
	 .B(S),
	 .Cin(Cin)
	 );
endmodule
`timescale 1ns / 1ps
module sumator_placa(
        output reg [3: 0]  D,
        output reg  Cout,
        input   [3: 0]  A,
        input   [3: 0]  B,
        input           push_it
    );
	 wire [3:0] out_suma;
	 wire [3:0] out_diff;
	 wire carry_suma;
	 wire carry_diff;
	 ripple_carry_adder nume3(
	 .S(out_suma),
	 .Cout(carry_suma),
	 .A(A),
	 .B(B),
	 .Cin(0)
	 );
	 ripple_carry_subtractor nume4(
	 .D(out_diff),
	 .Cout(carry_diff),
	 .A(A),
	 .B(B),
	 .Cin(0)
	 );
	 always@(*)begin
	 case(push_it)
	 0: begin
	 D = out_suma;
	Cout = carry_suma;
	 end
	 1: begin
		D = out_diff;
		Cout = carry_diff;
		end
	 endcase
	 end
endmodule
==> flow/run.sh <==
#!/bin/bash
# OpenROAD 26Q1-2900-gdf79404cd8, Yosys 0.63+post, stock flow scripts
make -C /OpenROAD-flow-scripts/flow DESIGN_CONFIG=/design/flow/config.mk WORK_HOME=/design/flow/orfs finish
==> flow/config.mk <==
export PLATFORM = sky130hd
export DESIGN_NAME = sumator_placa
export DESIGN_NICKNAME = sumator_placa
export VERILOG_FILES = /design/flow/design.v
export SDC_FILE = /design/flow/constraint.sdc
export NUM_CORES = 4
export LEC_CHECK = 1
export CORE_AREA = 10 10 70 70
export DIE_AREA = 0 0 80 80
==> flow/constraint.sdc <==
current_design sumator_placa

set clk_period 3.3
set clk_io_pct 0.2

create_clock -name clk0 -period $clk_period

set non_clock_inputs [all_inputs -no_clocks]
set_input_delay [expr $clk_period * $clk_io_pct] -clock clk0 $non_clock_inputs
set_output_delay [expr $clk_period * $clk_io_pct] -clock clk0 [all_outputs]
==> deck_impl_summary.md <==
Implementation Results

GRT
  – Pin count of the biggest net entering global routing: 5
  – Global-route wire length before repair: around 1400 µm
  – Gr usage total: 2.71%
  – GR Overflow Total: 0
  – Vias in the first global route: roughly 300
  – Initial antenna violation count: 0

Final timing
  – Max-slew violations: 0
  – Actual slew at the worst max-slew pin: 0.188 ns
  – Final Hold Fails: 0
  – Final period utilization: between 90% and 100%
  – Max Clock Freq: 0.320 GHz
  – Slew margin rel.: 87.1%
  – Final Critical Period: ~3.1 ns
  – RSZ-0062 raised after global routing: no
  – # setup viols final: 0

Layout
  – FF/Latch Area: 0 µm²
  – Num sequential: 0
  – Layout area overhead: 117%
  – Fin area: ~560 µm²
  – # clk buffers: 0
  – Most instantiated logic cells after routing: inv_1, clkdlybuf4s50_1, buf_4, dlygate4sd2_1
  – Fill count: 393
  – Top cell excl fill/tap: inv_1
  – Util after Layout: 16.4%
  – Share of post-route cells with drive strength above 1: between 30% and 40%

Floorplanning
  – Die Ht: ~80 µm
  – Core area: roughly 3400 µm²
  – Floorplan Utilization: under 10%
  – FP Rows: 21
  – Die Size: approximately 6400 µm²
  – Top-Level Pins: 14
  – Die W: 80 µm

Power and ir drop
  – Leakage: approximately 0.27 nW
  – Seq pwr share: 0%
  – Psw: 0.0000333 W
  – PwrDens: 160 nW/µm²
  – Clock power share: 0%
  – Net Sw Frac: 37.3%
  – Worst vdd ir: between 0.06 and 0.07 mV
  – Combinational share of power: 100.0%
  – Internal cell power: 0.0000560 W

Synthesis
  – Cell Type Count: 10
  – Yosys Chip Area: between 200 and 300 µm²
  – Cells after Synth: 30
  – Synth warn: 7
  – Seq/Total Area, Yosys: 0%
  – # Cells Yosys: 30
  – Syn_area_per_cell: around 8.6 µm²
  – Netlist area before placement: 258 µm²

Setup path
  – CP startpoint kind: input pin
  – Nature of the critical path endpoint: primary output
  – Worst EP arrival: around 2.5 ns
  – Critical Path Fanout Max: 2
  – Required @ worst endpoint: roughly 2.6 ns
  – Critical path startpoint: B[0]
  – Setup CP Type: input pin to primary output

Worst hold path
  – Hold Path Sink: D[0]
  – Worst Hold Launch: A[0]
  – Tightest Hold Check Type: input pin to primary output
  – Hold path depth: 3

Drt
  – DR WL/cell: 7.96 µm
  – First drt pass iteration count: 2
  – Vias per cell: ~2.6
  – WL final: 780 µm
  – DR iter-0 viols: 1
  – Via count: around 260
  – Antenna cells: 0
  – DRC viols: 0
  – Post-route ant nets: 0

Run
  – Log Warnings: 33
  – Max-cap violations: 0

Place
  – Placed instance area: 508 µm²
  – Half-perimeter wire length after detailed placement: about 660 µm
  – Port Buffers: 14
  – GP Congestion: ~0.8

Outcome
  – Outcome: finished, final reports clean
[timing repair]
item | CTS | global route
setup endpoints to repair | 4 | 2
resized | 14 | 3
buffers inserted | 1 | 0
gates cloned | 0 | 0
pin swaps | 6 | 2
hold buffers | 0 | 0
[per-layer routing]
metal | GRT usage (%) | wire length (µm) | part of all wire (%)
met4 | 0 | 0 | 0
met2 | 3.45 | 213 | 27
met3 | 0.909 | 87 | 11
met5 | 0 | 0 | 0
met1 | 4.41 | 479 | 61
[worst max-delay path by stage]
stage / end / slack, ns / cells past startpoint
6_report: D[3] / 0.17 / 9
4_1_cts: D[3] / 0.01 / 8
5_1_grt: D[3] / 0.03 / 9
[cells by family after synthesis]
group / share of synthesized area [%]
mux: 7.77
simple gates: 1.45
compound gates: 6.79
xor+xnor: 17.0
fa+ha+maj: 52.4
buf+inv: 14.6
[final cells by class]
cell class | instances | area, µm² | share of cell area, %
inverter | 10 | 37.5 | 6.71
tap | 46 | 57.6 | 10.3
timing repair buffer | 22 | 193 | 34.5
multi-input combinational | 20 | 272 | 48.5
[Yosys cell counts]
cell type  number  area, µm²
a21oi_1         1       5.00
inv_1          10       37.5
a21o_1          1       7.51
ha_1            6       75.1
xnor2_1         4       35.0
mux2i_1         2       20.0
o21ai_0         1       5.00
nand2_1         1       3.75
xor2_1          1       8.76
fa_1            3       60.1
[power by group through the flow]
stage / logic (W) / clock network (W) / registers, W
global route: 0.000103 / 0 / 0
CTS: 0.0000906 / 0 / 0
finish: 0.0000893 / 0 / 0
[stage by stage]
step / hold WS (ns) / power, W / worst slack (ns) / instances / TNS, ns
after floorplan: 1.35 / 0.0000310 / 0.589 / 30 / 0
after global placement: 2.39 / 0.0000801 / -0.497 / 97 / -0.965
after detailed placement: 2.39 / 0.0000817 / -0.491 / 97 / -0.944
after CTS: 2.24 / 0.0000906 / 0.0131 / 98 / 0
after global routing: 2.10 / 0.000103 / 0.0333 / 98 / 0
final: 2.05 / 0.0000893 / 0.175 / 98 / 0
[critical path, cell delays in order]
cell and delay (ns):
dlygate4sd2_1 0.25, buf_4 0.14, ha_2 0.17, a21o_1 0.19, fa_2 0.33, inv_1 0.07
fa_1 0.40, mux2i_1 0.14, clkbuf_2 0.11
Power figures rest on the tool's default switching activity, not on a simulated workload.
